--- config.mk ---
export PLATFORM = sky130hd
export DESIGN_NAME = uart
export DESIGN_NICKNAME = uart
export VERILOG_FILES = /design/flow/design.v
export SDC_FILE = /design/flow/constraint.sdc
export NUM_CORES = 4
export LEC_CHECK = 1
export CORE_UTILIZATION = 40
--- constraint.sdc ---
current_design uart

set clk_period 3.6
set clk_io_pct 0.2

create_clock -name clk0 -period $clk_period [get_ports {rck}]
create_clock -name clk1 -period $clk_period [get_ports {tck}]

set non_clock_inputs [all_inputs -no_clocks]
set_input_delay [expr $clk_period * $clk_io_pct] -clock clk0 $non_clock_inputs
set_output_delay [expr $clk_period * $clk_io_pct] -clock clk0 [all_outputs]
--- design.v ---
module uart (
   tck,
   rck,
   reset,
   TxEnable,
   TxD,
   TxData,
   TxDone,
   RxData,
   RxD
);
   input	     tck;
   input	     rck;
   input	     reset;
   input	     TxEnable;
   input [7:0]	     TxData;
   output	     TxD;
   output	     TxDone;
   output [7:0]	     RxData;
   input	     RxD;
   parameter baud_rate = 115_200; 
   parameter tck_freq = 100_000_000;
   parameter rck_freq = 100_000_000;
   localparam start_bit = 1'b0;
   localparam stop_bit = 1'b1;
   localparam baud_limit_tck = tck_freq / baud_rate;
   localparam baud_limit_rck = rck_freq / baud_rate;
   localparam baud_limit_mid = rck_freq / (baud_rate * 2);
   localparam Tx_idle = 2'b00;
   localparam Tx_load = 2'b01;
   localparam Tx_transmit = 2'b10;
   localparam Tx_done = 2'b11;
   localparam Rx_idle = 1'b0;
   localparam Rx_receive = 1'b1;
   reg        TxD ;
   reg [9:0]  Tx_data ;
   reg [1:0]  Tx_fsm_state ;
   reg [13:0] Tx_baud_counter ;
   reg [3:0]  Tx_bit_counter ;
   reg        transmit_done ;
   reg [13:0] Rx_baud_counter ;
   reg [3:0]  Rx_bit_counter ;
   reg	      Rx_fsm_state ;
   reg [7:0]  RxData ;
   wire [1:0] Tx_fsm_state_n ;
   wire	      Rx_fsm_state_n ;
   assign TxDone = ( Tx_fsm_state == Tx_done ) ? 1'b1 : 1'b0 ;
   assign Tx_fsm_state_n = (Tx_fsm_state == Tx_idle && TxEnable == 1'b1) ? Tx_load :
			   (Tx_fsm_state == Tx_load) ? Tx_transmit :
			   (Tx_fsm_state == Tx_transmit && !transmit_done ) ? Tx_transmit :
			   (Tx_fsm_state == Tx_transmit && transmit_done ) ? Tx_done : Tx_idle ;
   assign Rx_fsm_state_n = Rx_fsm_state ? ( ( Rx_bit_counter == 4'b1010 ) ? 1'b0 : 1'b1 ) : ( RxD ? 1'b0 : 1'b1 );
   always @(posedge tck or negedge reset)
   begin
      if (reset == 1'b0) begin
	 Tx_fsm_state <= 2'b00;
	 Tx_data <= 10'd0;
	 Tx_baud_counter <= 14'd0;
	 Tx_bit_counter  <= 4'd0;
	 transmit_done <= 1'b0;
	 TxD <= 1'b1;
      end else begin
	 Tx_fsm_state <= Tx_fsm_state_n;
         if ( Tx_fsm_state == Tx_transmit ) begin
	    Tx_baud_counter <= Tx_baud_counter + 1;
	    if ( Tx_baud_counter == baud_limit_tck ) begin
	       Tx_bit_counter <= Tx_bit_counter + 1;
	       TxD <= Tx_data [0];
	       Tx_data <= Tx_data >> 1;
	       Tx_baud_counter <= 14'd0;
	    end
	    if ( Tx_bit_counter == 4'b1010 ) begin
	       transmit_done <= 1'b1;
	    end
	 end else if ( Tx_fsm_state == Tx_load ) begin
	    Tx_data <= {stop_bit, TxData, start_bit };
	 end else begin
	    Tx_data <= 10'd0;
	    Tx_baud_counter <= 14'd0;
	    Tx_bit_counter  <= 4'd0;
	    transmit_done <= 1'b0;
	    TxD <= 1'b1;
	 end
      end
   end
   always @(posedge rck or negedge reset)
   begin
      if(reset == 1'b0) begin
	 Rx_fsm_state <= Rx_idle;
	 RxData <= 8'd0;
	 Rx_baud_counter <=14'd0 ;
	 Rx_bit_counter <= 4'd0 ;
      end else begin
	 Rx_fsm_state <= Rx_fsm_state_n;
	 if ( Rx_fsm_state == Rx_receive ) begin
	    Rx_baud_counter <= Rx_baud_counter + 1;
	    if ( Rx_baud_counter == baud_limit_mid ) begin
	       if ( Rx_bit_counter != 4'd0 && Rx_bit_counter != 4'd9 ) begin
		  RxData <= { RxD, RxData[7:1] };
	       end
	       Rx_bit_counter <= Rx_bit_counter + 1;
	    end else if ( Rx_baud_counter == baud_limit_rck ) begin
	       Rx_baud_counter <=14'd0 ;
	    end
         end else begin
	    Rx_baud_counter <=14'd0 ;
	    Rx_bit_counter <= 4'd0 ;
         end
      end
   end
endmodule
--- run.sh ---
#!/bin/bash
# OpenROAD 26Q1-2900-gdf79404cd8, Yosys 0.63+post, stock flow scripts
make -C /OpenROAD-flow-scripts/flow DESIGN_CONFIG=/design/flow/config.mk WORK_HOME=/design/flow/orfs finish
==> Changelog: implementation <==
## Flow update

- First-pass GRT wire length: between 9 and 10 mm
- Worst slew pin tran: ~0.77 ns
- Share of cells above drive strength 1: roughly 11%
- Syn Std Cell Area: 3080 um2
- Crit-path max FO: 17
- Global route hottest layer: met2
- Worst r2r src: Tx_baud_counter[3]
- Layout area overhead: 13.9%
- Gr usage total: 15.3%
- Initial Util: between 40% and 50%
- Worst EP arrival: ~2.4 ns
- Crit start category: register
- Top-area cell share: around 48%
- Yosys reg bits: about 61
- Synth Seq Share: 49.6%
- Num rows: 31
- Setup TNS: 0 ns
- Vias: between 2000 and 2500
- Worst Setup SP: Tx_baud_counter[3]
- Cts hold-fix bufs: 0
- Num ports: 23
- Dpl hpwl: 3.88 mm
- # Cells Yosys: 303
- Total gr overflow: 0
- Dominant cell type by area after synthesis: dfrtp_1
- Yosys Chip Area: just over 3000 um2
- Clk slew on worst S/H paths: around 0.07 ns
- OpenROAD warning count: 33
- Initial drt markers: between 100 and 150
- WL/cell: 13.6 um
- Fillers: around 690
- CTS tree: done
- Ys Warns: 1
- Post-cts resize count: 0
- DR pass1 iterations: 4
- Kind of critical path: register to register
- Initial antenna violation count: 0
- DRC: 0
- Worst clock skew: around 0.0054 ns
- Clk sink count: 61
- Aggregate routed wire length: between 5 and 6 mm
- Die height: between 80 and 90 um
- Relative slew slack: 48.8%
- Post-synth EDFFs: 0
- Syn Inst Count: 303
- Most frequent cells in the layout: dfrtp_1, nor2_1, nand2_1, clkdlybuf4s50_1
- RSZ-0062 raised after global routing: no
- Asr flop ratio synth: 100%
- Vias in the first global route: approximately 2100
- Antenna Nets Post-Route: 0
- # port buffers: 21
- Tot Pwr: about 1.4 mW
- Synth Flop Type: dfrtp_1
- Core footprint: around 7400 um2
- Final Wtd Congestion: roughly 0.82
- Global routing usage on met1: ~23%
- HP Class: register to register
- Status: finished clean
- Setup bufs post-CTS: 0
- Cell Type Count: roughly 50
- M2 GR Usage: between 20 and 25%
- CP required: between 3 and 4 ns
- Setup Viol. Count Final: 0
- PD cells: approximately 390 nW/um2
- # diodes: 0
- Worst setup EP type: register
- Final hold vios: 0
- Synth Area per Inst: 10.2 um2
- Met3 usage: 2.32%
- Pin count of the biggest net entering global routing: just over 60
- HP Start: Tx_data[0]
- Die X: ~90 um
- Final Slew Violations: 0
- Maximum VDD drop: roughly 0.35 mV
- Via density: roughly 5.3
- Highest-count logic cell in the final layout: dfrtp_1
- Max_cap viols: 0
- Leak: ~1.6 nW
- Die area: between 8000 and 9000 um2
- Synth top area cells: dfrtp_1, nor2_1, ha_1
[cells in the mapped netlist, drive strengths merged (2+ instances only)]
cell type and number:
clkbuf 7, nand2b 4, and4 2, or4b 2, nor4 6, o211ai 3, a21o 4, nor4b 3
nor3b 4, or2 2, a21oi 13, dfstp 2, xnor2 8, nor2 39, dfrtp 59, nand3 16
xor2 5, nor3 4, nand4 8, mux2i 6, ha 11, buf 5, nand2 21, o31ai 4
o21ai 17, mux2 8, a221oi 8, or4 2, nand3b 3, inv 16, or3 2
[sequential cells by signal, indices dropped and copies added, names as in the netlist, 4 cells and up]
register	cells
Tx_baud_counter	14
Rx_bit_counter	4
Tx_bit_counter	4
Tx_data	10
RxData	8
Rx_baud_counter	14
Tx_fsm_state	4
[area by class of cell]
class / instances / area [um2] / area share, %
Tap cell: 99 / 124 / 3.53
Timing Repair Buffer: 24 / 228 / 6.48
Inverter: 16 / 60.1 / 1.71
Clock inverter: 2 / 10.0 / 0.285
Clock buffer: 10 / 128 / 3.63
Sequential cell: 61 / 1530 / 43.5
Multi-Input combinational cell: 214 / 1430 / 40.8
[cell families after synthesis]
family	after synthesis	synth area share [%]
AND/OR/NAND/NOR	121	20.4
flip-flops	61	49.6
AND-OR/OR-AND	55	13.0
buffers and inverters	28	3.94
multiplexers	14	4.87
XOR/XNOR	13	3.69
adder cells (fa/ha/maj)	11	4.46
[stage by stage]
| stage | area, um2 | cells | worst slack (ns) | util (%) | hold WS (ns) |
|---|---|---|---|---|---|
| after detailed placement | 3370 | 414 | 1.36 | 45.8 | 0.468 |
| final | 3510 | 426 | 1.35 | 47.7 | 0.484 |
| after CTS | 3510 | 426 | 1.35 | 47.7 | 0.488 |
| after floorplan | 3080 | 303 | 1.58 | - | 0.424 |
| after global placement | 3370 | 414 | 1.38 | 45.8 | 0.467 |
| after global routing | 3510 | 426 | 1.17 | 47.7 | 0.510 |
[final timing paths]
| kind | endpoint | slack, ns | cells past startpoint |
|---|---|---|---|
| worst max-delay path | Tx_baud_counter[9] | 1.35 | 5 |
| worst min-delay path | Tx_data[0] | 0.48 | 2 |
| worst max register to register | Tx_baud_counter[9] | 1.35 | 5 |
| worst min register to register | Tx_data[0] | 0.48 | 2 |
| max in group clk0 | RxData[5] | 1.38 | 4 |
| max in group asynchronous | Rx_fsm_state | 2.50 | 2 |
| min in group clk0 | RxData[0] | 0.50 | 1 |
| min in group asynchronous | Tx_baud_counter[8] | 0.58 | 2 |
[power by group]
group	switching (mW)	leakage, nW	internal (mW)	total, mW
clock network	0.228	0.0737	0.232	0.459
registers	0.0632	0.811	0.723	0.786
logic	0.0696	0.702	0.0624	0.132
[worst max-delay path, stage by stage (launching register included)]
cell and delay, ns:
dfrtp_1 0.44, or4b_4 0.56, o41ai_2 0.51, buf_4 0.31
o21ai_1 0.10, a32o_1 0.22
[routing by layer]
layer,vias up,wire (um)
li1,1120,-
met1,1100,2710
met2,33,2750
met3,9,226
met4,0,124
met5,-,0
Power figures rest on the tool's default switching activity, not on a simulated workload.
